## flow/config.mk

```make
export PLATFORM = sky130hd
export DESIGN_NAME = minha_fpu
export DESIGN_NICKNAME = minha_fpu
export VERILOG_FILES = /design/flow/design.v
export SDC_FILE = /design/flow/constraint.sdc
export NUM_CORES = 4
export LEC_CHECK = 1
export CORE_UTILIZATION = 50
```

## flow/constraint.sdc

```tcl
current_design minha_fpu

set clk_period 6.7
set clk_io_pct 0.2

create_clock -name clk0 -period $clk_period [get_ports {clock_100KHz}]

set non_clock_inputs [all_inputs -no_clocks]
set_input_delay [expr $clk_period * $clk_io_pct] -clock clk0 $non_clock_inputs
set_output_delay [expr $clk_period * $clk_io_pct] -clock clk0 [all_outputs]
```

## flow/design.v

```verilog
module minha_fpu
(
    input logic clock_100KHz,
    input logic reset,
    input logic [31:0] op_A_in,                  
    input logic [31:0] op_B_in,                  
    output logic [3:0] status_out,
    output logic [31:0] data_out
);
    typedef enum logic [3:0]
    {
        ESPERA    = 4'b0000,
        EXACT     = 4'b0001,                     
        OVERFLOW  = 4'b0010,                     
        UNDERFLOW = 4'b0100,                     
        INEXACT   = 4'b1000                      
    } state_status_out;
    typedef enum logic [3:0]
    {
        EXTRAI    = 4'b0000,                      
        ESPECIAIS = 4'b0001,                      
        DIFERENCA = 4'b0010,                      
        ALINHA    = 4'b0011,                      
        OPERACAO  = 4'b0100,                      
        NORMALIZA = 4'b0101,                      
        ARREDONDA = 4'b0110,                      
        VERIFICA  = 4'b0111,                      
        SAIDA     = 4'b1000                       
    } state_fsm;
    state_fsm state;
    state_status_out status;
    logic saida_count;
    logic sinal_op_A;
    logic sinal_op_B;
    logic sinal_data_out;
    logic [9:0] expoente_op_A;
    logic [9:0] expoente_op_B;
    logic [9:0] expoente_data_out;
    logic [9:0] diferenca_expoente;
    logic [21:0] mantissa_op_A;
    logic [21:0] mantissa_op_B;
    logic [22:0] mantissa_data_out;
    assign status_out = status;
    always_ff @(posedge clock_100KHz or negedge reset) begin
        if (!reset) begin
            state              <= EXTRAI;
            status             <= ESPERA;
            saida_count        <= 1'b0;
            sinal_op_A         <= 1'b0;
            sinal_op_B         <= 1'b0;
            sinal_data_out     <= 1'b0;
            expoente_op_A      <= 10'b0;
            expoente_op_B      <= 10'b0;
            expoente_data_out  <= 10'b0;
            diferenca_expoente <= 10'b0;
            mantissa_op_A      <= 22'b0;
            mantissa_op_B      <= 22'b0;
            mantissa_data_out  <= 23'b0;
            data_out           <= 32'b0;
        end
        else begin
            case (state)
                EXTRAI: begin
                    sinal_op_A    <= op_A_in[31];
                    expoente_op_A <= op_A_in[30:21];
                    mantissa_op_A <= {1'b1, op_A_in[20:0]};
                    sinal_op_B    <= op_B_in[31];
                    expoente_op_B <= op_B_in[30:21];
                    mantissa_op_B <= {1'b1, op_B_in[20:0]};
                    state <= ESPECIAIS;
                end
                ESPECIAIS: begin
                    if (op_A_in == 32'h0) begin
                        state             <= SAIDA;
                        status            <= EXACT;
                        sinal_data_out    <= sinal_op_B;
                        expoente_data_out <= expoente_op_B;
                        mantissa_data_out <= mantissa_op_B;
                    end 
                    else if (op_B_in == 32'h0) begin
                        state             <= SAIDA;
                        status            <= EXACT;
                        sinal_data_out    <= sinal_op_A;
                        expoente_data_out <= expoente_op_A;
                        mantissa_data_out <= mantissa_op_A;
                    end else if (op_A_in[30:21] == 10'h3FF || op_B_in[30:21] == 10'h3FF) begin
                        if (op_A_in[30:21] == 10'h3FF && op_A_in[20:0] != 21'h0) begin
                            state             <= SAIDA;
                            status            <= INEXACT;
                            sinal_data_out    <= 1'b0;
                            expoente_data_out <= 10'h3FF;
                            mantissa_data_out <= 21'h1;
                        end 
                        else if (op_B_in[30:21] == 10'h3FF && op_B_in[20:0] != 21'h0) begin
                            state             <= SAIDA;
                            status            <= INEXACT;
                            sinal_data_out    <= 1'b0;
                            expoente_data_out <= 10'h3FF;
                            mantissa_data_out <= 21'h1;
                        end 
                        else if (op_A_in[30:21] == 10'h3FF && op_B_in[30:21] == 10'h3FF && op_A_in[31] != op_B_in[31]) begin
                            state             <= SAIDA;
                            status            <= INEXACT;
                            sinal_data_out    <= 1'b0;
                            expoente_data_out <= 10'h3FF;
                            mantissa_data_out <= 21'h1;
                        end 
                        else begin
                            state    <= SAIDA;
                            status   <= OVERFLOW;
                            sinal_data_out    <= op_A_in[30:21] == 10'h3FF ? op_A_in[31] : op_B_in[31];
                            expoente_data_out <= 10'h3FF;
                            mantissa_data_out <= 21'h0;
                        end
                    end 
                    else begin
                        state <= DIFERENCA;
                    end
                end
                DIFERENCA: begin
                    if (expoente_op_A >= expoente_op_B) begin
                        expoente_data_out  <= expoente_op_A;
                        diferenca_expoente <= expoente_op_A - expoente_op_B;
                    end
                    else begin
                        expoente_data_out  <= expoente_op_B;
                        diferenca_expoente <= expoente_op_B - expoente_op_A;
                        mantissa_op_A <= mantissa_op_B;
                        mantissa_op_B <= {1'b1, op_A_in[20:0]};
                        sinal_op_A <= sinal_op_B;
                        sinal_op_B <= op_A_in[31];
                    end
                    state <= ALINHA;
                end
                ALINHA: begin
                    if (diferenca_expoente > 22) begin
                        state             <= SAIDA;
                        status            <= UNDERFLOW;
                        sinal_data_out    <= sinal_op_A;
                        mantissa_data_out <= mantissa_op_A[20:0];
                    end
                    else begin
                        state         <= OPERACAO;
                        mantissa_op_B <= mantissa_op_B >> diferenca_expoente;
                    end
                end
                OPERACAO: begin
                    if (sinal_op_A == sinal_op_B) begin
                        sinal_data_out    <= sinal_op_A;
                        mantissa_data_out <= mantissa_op_A + mantissa_op_B;
                    end
                    else begin
                        if (mantissa_op_A >= mantissa_op_B) begin
                            sinal_data_out    <= sinal_op_A;
                            mantissa_data_out <= mantissa_op_A - mantissa_op_B;
                        end
                        else begin
                            sinal_data_out    <= sinal_op_B;
                            mantissa_data_out <= mantissa_op_B - mantissa_op_A;
                        end
                    end
                    state <= NORMALIZA;
                end
                NORMALIZA: begin
                    if (mantissa_data_out[22] == 1'b1) begin
                        mantissa_data_out <= mantissa_data_out >> 1;
                        expoente_data_out <= expoente_data_out + 1;
                    end
                    else if (mantissa_data_out[21] == 1'b0 && mantissa_data_out != 0) begin
                        mantissa_data_out <= mantissa_data_out << 1;
                        expoente_data_out <= expoente_data_out - 1;
                    end
                    else begin
                        state <= ARREDONDA;
                    end
                end
                ARREDONDA: begin
                    if (mantissa_data_out[1] == 1'b1 && (mantissa_data_out[0] == 1'b1 || mantissa_data_out[22:2] != 21'h0)) begin
                        status                  <= INEXACT;
                        mantissa_data_out[22:2] <= mantissa_data_out[22:2] + 1;
                        if (mantissa_data_out[22:2] + 1 == 21'h0) begin
                            mantissa_data_out <= {1'b1, 21'h0};
                            expoente_data_out <= expoente_data_out + 1;
                        end
                    end
                    else if (status != INEXACT) begin
                        status <= EXACT;
                    end
                    state             <= VERIFICA;
                    mantissa_data_out <= {1'b0, mantissa_data_out[22:2]};
                end
                VERIFICA: begin
                    if (expoente_data_out > 10'h3FF) begin
                        status            <= OVERFLOW;
                        sinal_data_out    <= sinal_data_out;
                        expoente_data_out <= 10'h3FF;
                        mantissa_data_out <= 23'h0;
                    end
                    else if (expoente_data_out == 0 || mantissa_data_out == 0) begin
                        status            <= UNDERFLOW;
                        sinal_data_out    <= 1'b0;
                        expoente_data_out <= 10'h0;
                        mantissa_data_out <= 23'h0;
                    end
                    else if (status != INEXACT) begin
                        status   <= EXACT;
                    end
                    state        <= SAIDA;
                end
                SAIDA: begin
                    saida_count <= saida_count + 1;
                    data_out    <= {sinal_data_out, expoente_data_out, mantissa_data_out[20:0]};
                end
            endcase
        end    
    end
endmodule
```

## flow/run.sh

```bash
#!/bin/bash
# OpenROAD 26Q1-2900-gdf79404cd8, Yosys 0.63+post, stock flow scripts
make -C /OpenROAD-flow-scripts/flow DESIGN_CONFIG=/design/flow/config.mk WORK_HOME=/design/flow/orfs finish
```

==> ci_impl_report.md <==
## Synthesis and layout report

| Metric | Value |
|---|---|
| AND-OR/OR-AND Cells, Area Fraction | `28.82%` |
| And+or+nand+nor area frac | `17.01%` |
| Vias | `~14000` |
| Fin crit share | `73.71%` |
| Cts hold-fix bufs | `0` |
| Core Region | `26280 µm²` |
| Share of cells above drive strength 1 | `under 10%` |
| RSZ-0062 raised after global routing | `false` |
| First-pass DRT Iterations | `19` |
| Cell taking the most area after synthesis | `dfrtp_1` |
| Syn Std Cell Area | `about 14000 µm²` |
| IO Count | `roughly 100` |
| Worst slew pin tran | `978.4 ps` |
| Async set-reset flop share out of synthesis | `100.0%` |
| Die Footprint | `around 28000 µm²` |
| Ant diodes | `0` |
| Synth warn | `1` |
| Max FO, Critical Path | `20` |
| Run status | `completed` |
| P&R area growth vs syn | `13.61%` |
| Global-route wire length before repair | `78820 µm` |
| Main synth FF type | `dfrtp_1` |
| Clk sinks | `about 160` |
| Core Util at FP | `slightly above 50%` |
| Final hold vios | `0` |
| Rel. slew slack | `between 30% and 40%` |
| Final max-slew violation count | `0` |
| H-tree depth | `4` |
| Largest net degree at the start of global routing | `61` |
| CTS clock-pin slew for the worst setup and hold paths | `70 ps` |
| CP Class | `in2reg` |
| Critical Path AT | `5300 ps` |
| RePlAce Congestion | `1.038` |
| Startpoint Class | `input pin` |
| CP max stage cell | `or4_1` |
| Remaining DRCs | `0` |
| Logic family by area | `AND-OR/OR-AND gates` |
| Post-Synthesis Cells | `1664` |
| CTS resizes | `0` |
| CTS tree | `yes` |
| Yosys chip area | `13540 µm²` |
| Post-synth top area share | `between 20% and 30%` |
| Vias in the first global route | `12940` |
| Port Buffer Count | `between 100 and 150` |
| Setup TNS | `0 ps` |
| Adder Area Share | `under 10%` |
| Vias/cell | `6.749` |
| Tmin final | `4939 ps` |
| P_leak | `6.442 nW` |
| Tool warning count | `83` |
| Setup repair bufs after CTS | `0` |
| DRT iter0 DRCs | `between 1500 and 2000` |
| Peak VDD IR | `approximately 0.18 mV` |
| MUX share of area | `approximately 9%` |
| Initial antenna violation count | `0` |
| Clk buf depth | `2` |
| Xor+xnor area frac | `1.617%` |
| Fin Hold WS | `478.8 ps` |
| Maximum clock rate | `0.2025 GHz` |
| Sequential-to-total area share from yosys stat | `28.66%` |
| CP peak stage delay | `870 ps` |
| Synthesized area per cell | `approximately 8.1 µm²` |
| Die Y | `166.5 µm` |
| Horiz. Die Dim | `about 170 µm` |
| Drt total wl | `about 51000 µm` |
| Detail Placement HPWL | `38410 µm` |
| MaxCap Viol Count | `0` |
| Layout Skew | `roughly 14 ps` |
| Setup-failing EPs final | `0` |
| Root Driver | `clkbuf_16` |
| Critical path required time | `between 7000 and 8000 ps` |
| Clk latency late pin | `430 ps` |
| Gr ovfl total | `0` |
| Synth area leaders | `dfrtp_1 28%, ha_1 8.3%, o21ai_0 5.6%` |
| Library cells used by synthesis | `roughly 86` |
| Avg WL per Cell | `25.08 µm` |
| Power Density | `419.0 nW/µm²` |
| Post-route ant nets | `0` |
| Post-synthesis register bit count | `about 160` |
| Ys cells | `roughly 1700` |
| Tightest Hold Check Type | `reg2reg` |
| EDFF count, synth | `0` |
| Tot GR Track Use | `38.36%` |
| Kind of end point of the critical path | `register` |
| Inserted Clock Buffers | `17` |
| R2r setup slk | `~2000 ps` |
| CP Cell Sequence | `clkdlybuf4s50_1 -> nor4_2 -> nand4_1 -> nor3_4 -> nor2_2 -> and3_1 -> or4_1 -> or3_1 -> mux2_2 -> nand3_2` |
| Row Count | `59` |
==> kinds of logic after synthesis <==
logic type / count (synthesis)
AOI/OAI and AO/OA: 583
xor gates and xnor gates: 25
adders and majority gates: 95
buffers and inverters: 211
DFF: 155
muxes: 108
other: 1
and+or+nand+nor: 486
==> final timing paths <==
path | end | depth (start not counted) | start
max reg2reg | mantissa_data_out[6] | 12 | mantissa_op_A[18]
min in group asynchronous | mantissa_op_A[7] | 1 | reset
max | mantissa_data_out[14] | 10 | op_A_in[0]
min | state[1] | 1 | state[1]
max in group asynchronous | state[3] | 2 | reset
min reg2reg | state[1] | 1 | state[1]
==> placed cells by master (no fill, tap or decap), types with 14 or more instances in the layout <==
master and count:
nand2_1 177, dfrtp_1 153, o21ai_0 151, nor2_1 120, a21oi_1 115, clkdlybuf4s50_1 100, inv_1 98, ha_1 90
mux2i_1 52, mux2_2 51, a22oi_1 40, nor3_1 36, a222oi_1 30, a31oi_1 29, buf_4 28, nand3_1 27
o221ai_1 24, nor4_1 23, o211ai_1 23, a21o_1 22, a211oi_1 20, nand4_1 19, clkbuf_16 17, xnor2_1 16
nand2b_1 14, or3_1 14
==> area by class of cell <==
type | instances | area (µm²)
Clock buffer | 19 | 442.9
Clock inverter | 13 | 156.4
Fill cell | 2331 | 10900
Inverter | 99 | 371.6
Multi-Input combinational cell | 1298 | 8885
Sequential cell | 155 | 3884
Tap cell | 335 | 419.2
Timing Repair Buffer | 129 | 1222
==> flip-flops by register name (all words and copies together) (netlist names), 10 cells and up <==
register / cells
mantissa_data_out: 23
diferenca_expoente: 10
expoente_op_A: 10
mantissa_op_A: 22
data_out: 32
expoente_data_out: 10
mantissa_op_B: 22
expoente_op_B: 10
==> critical path, delay by kind of cell <==
family                 cells  cell delay [ps]
and+or+nand+nor            8             3090
buffers and inverters      1              570
muxes                      1              280
==> where the power goes <==
group          total, mW  internal (mW)  switching (mW)
Clock               1.01          0.570           0.444
Sequential          1.86           1.23           0.625
Combinational       3.57           1.42            2.15
==> metrics by stage <==
| step | instance area [µm²] | cells | power, mW | utilization (%) | worst slack (ps) |
|---|---|---|---|---|---|
| 6_report | 15380 | 2048 | 6.444 | 58.53 | 1761 |
| 5_1_grt | 15380 | 2048 | 6.817 | 58.53 | 1616 |
| 4_1_cts | 15380 | 2048 | 6.345 | 58.53 | 1867 |
| 3_5_place_dp | 14780 | 2016 | 5.313 | 56.25 | 1438 |
| 3_3_place_gp | 14780 | 2016 | 5.304 | 56.25 | 1483 |
| 2_1_floorplan | 13540 | 1664 | 3.923 | - | 3024 |
==> per-layer routing <==
layer | GRT usage [%] | vias to the layer above | wire, µm
met3 | 9.029 | 130 | 5210
met1 | 57.62 | 6610 | 21820
met4 | 16.51 | 0 | 2723
li1 | - | 6289 | -
met2 | 54.15 | 792 | 21610
met5 | 0 | - | 0
==> synth_stat cells (7+ instances only) <==
| master | instances |
|---|---|
| nand2_1 | 177 |
| dfrtp_1 | 154 |
| o21ai_0 | 151 |
| nor2_1 | 120 |
| a21oi_1 | 115 |
| clkbuf_1 | 99 |
| inv_1 | 98 |
| ha_1 | 90 |
| mux2i_1 | 53 |
| mux2_2 | 51 |
| a22oi_1 | 40 |
| nor3_1 | 36 |
| a222oi_1 | 30 |
| a31oi_1 | 29 |
| nand3_1 | 27 |
| nor4_1 | 25 |
| o221ai_1 | 24 |
| o211ai_1 | 23 |
| a21o_1 | 22 |
| a211oi_1 | 20 |
| nand4_1 | 19 |
| xnor2_1 | 16 |
| nand2b_1 | 14 |
| or3_1 | 14 |
| o21bai_1 | 12 |
| o22ai_1 | 12 |
| o21a_1 | 11 |
| nor2b_1 | 10 |
| a221oi_1 | 9 |
| o21ai_1 | 9 |
| xor2_1 | 9 |
| buf_2 | 8 |
| a221o_1 | 7 |
| and2_1 | 7 |
Power figures rest on the tool's default switching activity, not on a simulated workload.
